==> /design/flow/design.v <==
module depthwise_mram #(parameter ADDR_WIDTH = 10, 
        parameter DATA_WIDTH = 32) (
    input wire clk, 
    input wire resetn, 
    input wire [9:0] mram_addr_a, 
    input wire [31:0] mram_din_a, 
    input wire mram_en_a, 
    input wire [3:0] mram_we_a, 
    input wire mram_en_b, 
    input wire [31:0] read_addr, 
    output reg [31:0] mram_dout_b)  
;
    reg [(DATA_WIDTH - 1):0] mram_array [0:((1 << ADDR_WIDTH) - 1)] ;  
    reg [31:0] mram_dout ; 
    integer i ;  
    wire [(ADDR_WIDTH - 1):0] aligned_addr_b ; 
    assign aligned_addr_b = ((read_addr >> 3) * 4) ;  
    always
        @(posedge clk or 
            negedge resetn)
        begin
            if ((!resetn)) 
                begin
                    mram_dout <=  32'b0 ;
                    mram_dout_b <=  32'b0 ;
                    for (i = 0 ; (i < (1 << ADDR_WIDTH)) ; i = (i + 1))
                        mram_array[i] <=  32'b0 ;
                end
            else
                begin
                    if (mram_en_a)  
                        begin
                            if ((|mram_we_a)) 
                                begin
                                    if (mram_we_a[0]) 
                                        mram_array[mram_addr_a][7:0] <=  mram_din_a[7:0] ;
                                    if (mram_we_a[1]) 
                                        mram_array[mram_addr_a][15:8] <=  mram_din_a[15:8] ;
                                    if (mram_we_a[2]) 
                                        mram_array[mram_addr_a][23:16] <=  mram_din_a[23:16] ;
                                    if (mram_we_a[3]) 
                                        mram_array[mram_addr_a][31:24] <=  mram_din_a[31:24] ;
                                end
                            mram_dout <=  mram_array[mram_addr_a] ;
                        end 
                    if (mram_en_b) 
                        mram_dout_b <=  mram_array[aligned_addr_b] ;
                end
        end
endmodule
==> /design/flow/run.sh <==
#!/bin/bash
# OpenROAD 26Q1-2900-gdf79404cd8, Yosys 0.63+post, stock flow scripts
make -C /OpenROAD-flow-scripts/flow DESIGN_CONFIG=/design/flow/config.mk WORK_HOME=/design/flow/orfs finish
==> /design/flow/config.mk <==
export PLATFORM = sky130hd
export DESIGN_NAME = depthwise_mram
export DESIGN_NICKNAME = depthwise_mram
export VERILOG_FILES = /design/flow/design.v
export SDC_FILE = /design/flow/constraint.sdc
export NUM_CORES = 4
export LEC_CHECK = 1
export CORE_UTILIZATION = 50
==> /design/flow/constraint.sdc <==
current_design depthwise_mram

set clk_period 3.3
set clk_io_pct 0.2

create_clock -name clk0 -period $clk_period [get_ports {clk}]

set non_clock_inputs [all_inputs -no_clocks]
set_input_delay [expr $clk_period * $clk_io_pct] -clock clk0 $non_clock_inputs
set_output_delay [expr $clk_period * $clk_io_pct] -clock clk0 [all_outputs]
==> out/qor.csv <==
stage,metric,value,unit
outcome,run status,stopped before the end,
logic_synthesis,Yosys chip area,360000,µm²
logic_synthesis,Ys Warns,2,
logic_synthesis,Avg Inst Size Synth,13.4,µm²
floorplan,chip height,850,µm
logic_synthesis,"Distinct cells, synth",75,
clock_tree,H-tree depth,6,
global_routing,gr usage total,0.845,
logic_synthesis,# Cells Yosys,26900,
logic_synthesis,most used flip-flop cell,dfrtp_1,
floorplan,io pins,114,
placement,dpl cell area,437000,µm²
clock_tree,clock buffer count from CTS,852,
global_routing,largest net degree at the start of global routing,121,
placement,Port Buf Inserts,89,
logic_synthesis,yosys simple share,0.0524,
logic_synthesis,Post-synth EDFFs,0,
logic_synthesis,Synth flops,8224,
logic_synthesis,synthesized area,360000,µm²
global_routing,number of global-route vias before repair,341000,
global_routing,first-pass GRT wire length,3700,mm
outcome,stopping stage,global routing (5_1_grt),
logic_synthesis,Synth async-reset ratio,1.00,
floorplan,floorplan-stage core utilization,0.502,
clock_tree,clock root buffer master,clkbuf_16,
placement,placed insts,40100,
floorplan,Core Rows,311,
placement,pre-CTS WS,-2440,ps
logic_synthesis,"XOR-XNOR Cells, Area Fraction",0.0000730,
placement,dpl hpwl,2060,mm
logic_synthesis,Dominant comb cell,multiplexers,
outcome,tool error,[ERROR GRT-0116] Global routing finished with congestion. Check the congestion regions in the DRC Viewer.,
logic_synthesis,Mux area share,0.257,
floorplan,die x size,850,µm
logic_synthesis,aoi share,0.0958,
global_routing,Overflow after GRT,2,
logic_synthesis,Mapped Cells,26900,
clock_tree,TritonCTS Sinks,8224,
logic_synthesis,fa+ha+maj area frac,0,
clock_tree,CTS Buffer Depth,4,
logic_synthesis,Synth Seq Share,0.572,
placement,gpl congestion,1.41,
[stage by stage]
step | hold slack, ps | utilization | TNS [ps]
3_3_place_gp | 478 | 0.609 | -1140970
3_5_place_dp | 484 | 0.610 | -999670
2_1_floorplan | 364 | - | 0
4_1_cts | 2.78 | 0.651 | -52.9
[repair_timing]
| action | 4_1_cts |
|---|---|
| buffers inserted | 6 |
| hold buffers | 14 |
| hold endpoints to repair | 1391 |
| pin swaps | 11 |
| gates resized | 91 |
| setup endpoints to repair | 24 |
[metal layers]
metal	global-route usage	GRT overflow
met5	0.766	0
met4	0.785	0
met3	0.819	2
met2	0.898	0
met1	0.847	0
[logic make-up after synthesis]
family,after synthesis
multiplexers,8198
flip-flops,8224
buffers and inverters,2098
XOR/XNOR,3
AND-OR/OR-AND,4505
AND/OR/NAND/NOR,3888
[cells in the mapped netlist (all sizes together) (136+ instances only)]
library cell | count | share of area
nand3 | 443 | 0.0062
a2111oi | 136 | 0.0033
nand2 | 1143 | 0.012
nor2 | 981 | 0.010
buf | 443 | 0.0060
a21oi | 139 | 0.0019
dfrtp | 8224 | 0.57
nor4 | 240 | 0.0042
mux2 | 8194 | 0.26
o22ai | 365 | 0.0063
and3 | 405 | 0.0070
nand4 | 339 | 0.0059
a22o | 340 | 0.0083
a222oi | 265 | 0.0074
clkbuf | 1650 | 0.017
a22oi | 2820 | 0.059
