<file path="flow/config.mk">
export PLATFORM = sky130hd
export DESIGN_NAME = dense_layer_1x_1280_256_128_bn_relu6_top
export DESIGN_NICKNAME = dense_layer_1x_1280_256_128_bn_relu6_top
export VERILOG_FILES = /design/flow/design.v
export SDC_FILE = /design/flow/constraint.sdc
export NUM_CORES = 4
export LEC_CHECK = 1
export CORE_UTILIZATION = 30
</file>
<file path="flow/constraint.sdc">
current_design dense_layer_1x_1280_256_128_bn_relu6_top

set clk_period 9.8
set clk_io_pct 0.2

create_clock -name clk0 -period $clk_period [get_ports {clk}]

set non_clock_inputs [all_inputs -no_clocks]
set_input_delay [expr $clk_period * $clk_io_pct] -clock clk0 $non_clock_inputs
set_output_delay [expr $clk_period * $clk_io_pct] -clock clk0 [all_outputs]
</file>
<file path="flow/design.v">
module dense_layer_1x_1280_256_128_bn_relu6_top (
    input wire clk, 
    input wire resetn, 
    input wire start, 
    input wire [6:0] read_addr, 
    output wire [3:0] read_data, 
    output reg done, 
    output reg mp_start, 
    input wire mp_done, 
    output reg [31:0] mp_read_addr, 
    input wire [3:0] mp_read_data, 
    output wire [17:0] weights_addr, 
    input wire [7:0] weights_data, 
    output wire [7:0] bias_addr, 
    input wire [7:0] bias_data, 
    output wire [7:0] scale_addr, 
    input wire [7:0] scale_data, 
    output wire [7:0] shift_addr, 
    input wire [7:0] shift_data) ;
    parameter IN_DIM = 1900 ; 
    parameter OUT_DIM = 128 ; 
    parameter CHUNK_SIZE = 256 ; 
    parameter NUM_CHUNKS = 8 ;
    reg [2:0] state ; 
    localparam IDLE = 3'd0, 
        MAX_WAIT = 3'd1, 
        LOAD_INPUT = 3'd2, 
        COMPUTE = 3'd3, 
        DONE_STATE = 3'd4 ; 
    reg signed [31:0] acc, 
        temp_acc ; 
    reg signed [15:0] bn_scaled ; 
    reg [3:0] relu6_out ; 
    reg [10:0] in_idx ; 
    reg [7:0] out_idx ; 
    reg [2:0] chunk_idx ;  
    reg signed [7:0] input_vector [0:(IN_DIM - 1)] ; 
    reg [3:0] output_vector [0:(OUT_DIM - 1)] ;  
    assign read_data = output_vector[read_addr] ;  
    assign weights_addr = (((out_idx * IN_DIM) + (chunk_idx * CHUNK_SIZE)) + in_idx) ; 
    assign bias_addr = out_idx ; 
    assign scale_addr = out_idx ; 
    assign shift_addr = out_idx ; 
    integer i ;  
    always
        @(posedge clk)
        begin
            if ((!resetn)) 
                begin
                    state <=  IDLE ;
                    done <=  0 ;
                    in_idx <=  0 ;
                    out_idx <=  0 ;
                    chunk_idx <=  0 ;
                    acc <=  0 ;
                    mp_start <=  0 ;
                    mp_read_addr <=  0 ;
                    for (i = 0 ; (i < IN_DIM) ; i = (i + 1))
                        input_vector[i] <=  0 ;
                    for (i = 0 ; (i < OUT_DIM) ; i = (i + 1))
                        output_vector[i] <=  0 ;
                end
            else
                begin
                    done <=  0 ;
                    mp_start <=  0 ;
                    case (state)
                    IDLE : 
                        begin
                            if (start) 
                                begin
                                    mp_start <=  1 ;
                                    state <=  MAX_WAIT ;
                                end
                        end 
                    MAX_WAIT : 
                        begin
                            if (mp_done) 
                                begin
                                    in_idx <=  0 ;
                                    state <=  LOAD_INPUT ;
                                end
                        end 
                    LOAD_INPUT : 
                        begin
                            mp_read_addr <=  in_idx ;
                            input_vector[in_idx] <=  mp_read_data ;
                            if ((in_idx == (IN_DIM - 1))) 
                                begin
                                    in_idx <=  0 ;
                                    chunk_idx <=  0 ;
                                    out_idx <=  0 ;
                                    acc <=  0 ;
                                    state <=  COMPUTE ;
                                end
                            else
                                begin
                                    in_idx <=  (in_idx + 1) ;
                                end
                        end 
                    COMPUTE : 
                        begin
                            if ((out_idx < OUT_DIM)) 
                                begin
                                    temp_acc <=  0 ;
                                    if (((^acc) === 1'bx)) 
                                        acc <=  0 ;
                                    if (((chunk_idx == 0) && (in_idx == 0))) 
                                        acc <=  $signed(bias_data) ;
                                    temp_acc <=  ($signed(input_vector[((chunk_idx * CHUNK_SIZE) + in_idx)]) * $signed(weights_data)) ;
                                    acc <=  (acc + temp_acc) ;
                                    if ((in_idx == (CHUNK_SIZE - 1))) 
                                        begin
                                            in_idx <=  0 ;
                                            if ((chunk_idx == (NUM_CHUNKS - 1))) 
                                                begin
                                                    acc <=  (acc >>> 5) ; 
                                                    acc <=  ((acc > 127) ? 127 : ((acc < (-128)) ? (-128) : acc)) ;
                                                    bn_scaled <=  (((acc * scale_data) + shift_data) >>> 7) ;
                                                    bn_scaled <=  ((bn_scaled > 127) ? 127 : ((bn_scaled < (-128)) ? (-128) : bn_scaled)) ;
                                                    relu6_out <=  ((bn_scaled + 128) / 42) ;
                                                    relu6_out <=  ((relu6_out > 6) ? 6 : ((relu6_out < 0) ? 0 : relu6_out)) ; 
                                                    output_vector[out_idx] <=  relu6_out ;
                                                    if ((out_idx == (OUT_DIM - 1))) 
                                                        begin
                                                            state <=  DONE_STATE ;
                                                        end
                                                    else
                                                        begin
                                                            out_idx <=  (out_idx + 1) ;
                                                            chunk_idx <=  0 ;
                                                            acc <=  0 ;
                                                        end
                                                end
                                            else
                                                begin
                                                    chunk_idx <=  (chunk_idx + 1) ;
                                                end
                                        end
                                    else
                                        begin
                                            in_idx <=  (in_idx + 1) ;
                                        end
                                end
                        end 
                    DONE_STATE : 
                        begin
                            done <=  1 ;
                            state <=  IDLE ;
                        end
                    endcase 
                end
        end
endmodule
</file>
<file path="flow/run.sh">
#!/bin/bash
# OpenROAD 26Q1-2900-gdf79404cd8, Yosys 0.63+post, stock flow scripts
make -C /OpenROAD-flow-scripts/flow DESIGN_CONFIG=/design/flow/config.mk WORK_HOME=/design/flow/orfs finish
</file>
==> reports/metrics.cfg <==
[setup_path]
crit_path_start_kind=register
critical_path.endpoint_type=output port
worst_r2r_path_depth=8
worst-setup-path-type=reg2out
worst-endpoint-arrival_ns=6.55
cp_cell_sequence=inv_1 -> ha_1 -> xnor2_1 -> ha_1 -> inv_1 -> fa_1 -> fa_1 -> inv_1 -> ha_1 -> o211ai_1 -> o21ai_0 -> xnor2_1 -> fa_1 -> inv_1 -> ha_1 -> a211o_1 -> o32ai_1 -> nor2_1 -> nand4_1 -> xnor2_1 -> clkdlybuf4s50_1
crit_path_top_delay_cell=sky130_fd_sc_hd__dfxtp_1
cp-startpoint=out_idx[6]$_SDFFE_PN0P_
worst_r2r_startpoint=chunk_idx[0]$_SDFFE_PN0P_
worst-path-max-fanout=11
critical_path_required_ns=7.84
slowest_delay_ns=0.68

[sta]
min_period_ns=8.51
fmaxAchievable_mhz=118
count_of_endpoints_failing_hold_in_the_final_timing_report=0
relSlewSlack_pct=44.3
final_layout_setup_total_negative_slack_ns=0
final-max-slew-violation-count=0
fin_crit_sh_pct=86.8
grt_setup_unrepaired=no
worst-slew-pin-transition_ns=0.834
number_of_setup_violations_in_the_final_report=0
timing.final.ws_setup_ns=1.29
fin_worst_skew_ns=0.0120

[die]
io_pins=127
die_w_um=179
die-area_um2=32100
die.size.y_um=179
floorplan.initialDensity_pct=30.6
number_of_rows_in_the_core_area=64
core-area_um2=30700

[clock_network]
tritoncts=done
clock-sinks=168
clock_tree.root_cell=sky130_fd_sc_hd__clkbuf_16
tritoncts.num_buffers=17
clock_tree.buffer_depth=2
cts.reportedPaths.clkPinSlew_ns=0.06
cts-htree-levels=4
clk-insertion-delay-late_ns=0.42
cts_hold_buffers=0
cts.repair.resized=0
post_cts_setup_repair_bufs=0

[synth]
netlist.area_leader.share_pct=35.7
synth_flop_count=168
yosysUniqueCellTypes=63
asyncSetResetFlopFracSynth_pct=0
chip_area_yosys_um2=9410
synth.top_cells.by_area=sky130_fd_sc_hd__dfxtp_1 36%, sky130_fd_sc_hd__ha_1 9.4%, sky130_fd_sc_hd__mux4_2 7.9%
ys_top_cells_by_count=168 x sky130_fd_sc_hd__dfxtp_1, 165 x sky130_fd_sc_hd__nand2_1, 136 x sky130_fd_sc_hd__o21ai_0
synthCells=1006
synth-warning-count=1
syn_area_per_cell_um2=9.35
ys_seq_share_pct=35.7
post_synth_instance_area_um2=9410
synth_stat.cells=1006
netlist.top_cell.by_instances=sky130_fd_sc_hd__dfxtp_1
enable_flop_cells=0
ff_type=sky130_fd_sc_hd__dfxtp_1
largest_area_cell=sky130_fd_sc_hd__dfxtp_1

[min_path]
min_delay_path_depth=2
timing.hold.worst.start=output_vector[6][1]$_SDFFE_PP1N_
worst_min_delay_path_class=reg2reg

[detailed_routing]
drt_first_pass_iters=24
detail_route.wirelength_um=21900
total_antenna_diodes_in_the_routed_design=0
post_dr_vias_cell=4.85
wire_per_inst_um=15.1
first_iter_violations=391
route.vias.total=7049
drcViolationCount=0
drtAntennaViolNets=0

[placement]
dp.final_hpwl_um=14900
port_buffers=67
placement.setup.worst_slack_ns=1.64
routabilityCongestion=0.854

[power_and_ir_drop]
power_frac_clock_pct=47.9
sw_frac_of_total_pct=22.7
irDropWorstVdd_uv=104
leakage_uw=0.00434
internal_power_consumption_uw=1130
comb_power_share_pct=5.5
seqPwrFrac_pct=46.6
power.density_nw_per_um2=135
power.switching_uw=334

[finish]
layout.filler_cells=3094
layout-drive-gt1-share_pct=8.33
comb_area_um2=5430
seq_area_um2=3360
area.growth.synth_to_final_pct=15.6

[global_route]
gr-usage-all-layers_pct=14.6
grt_antenna_before_repair=0
first_pass_grt_wire_length_um=35800
globalRouteOverflowTotal=0
grt_pass1_vias=6769
grt_max_degree=74

[flow_run]
log.warning_count=75
max_cap_viol_count=0

[run_status]
run_status=finished clean

## critical path: cells and delay by family (launching register included)
family          cells  cell delay (ns)
buf+inv             5             0.85
flops               1             0.68
compound gates      4             1.03
xor+xnor            3             0.48
fa+ha+maj           7             2.82
simple gates        2             0.26
## power groups by stage
stage                 Clock (uW)  Sequential, uW  Combinational (uW)
after CTS                    716             685                81.5
after global routing         748             684                88.6
final                        704             685                80.4
## through the flow
step / cell area, um2 / power (uW) / cells / util, % / hold slack, ns
after global placement: 10200 / 781 / 1421 / 33.3 / 0.433
after CTS: 10900 / 1480 / 1452 / 35.4 / 0.457
final: 10900 / 1470 / 1452 / 35.4 / 0.454
after detailed placement: 10200 / 781 / 1421 / 33.3 / 0.440
after global routing: 10900 / 1520 / 1452 / 35.4 / 0.470
after floorplan: 9490 / 758 / 1028 / - / 0.407
## layout by cell type, fill, tap and decap left out, types with 19 or more instances in the layout
cell type                         count
sky130_fd_sc_hd__dfxtp_1            168
sky130_fd_sc_hd__mux4_2              33
sky130_fd_sc_hd__nand2_1            165
sky130_fd_sc_hd__ha_1                71
sky130_fd_sc_hd__conb_1              23
sky130_fd_sc_hd__xnor2_1             33
sky130_fd_sc_hd__a21oi_1             19
sky130_fd_sc_hd__inv_1               60
sky130_fd_sc_hd__clkdlybuf4s50_1     65
sky130_fd_sc_hd__o21ai_0            136
sky130_fd_sc_hd__nor2_1              30
sky130_fd_sc_hd__fa_1                26
## final cells by class
class,instances,area share [%]
clock buffers,18,4.04
clock inverters,13,1.73
inverters,60,2.07
multi-input cells,720,49.9
flip-flops and latches,168,30.9
well taps,396,4.56
repair buffers,77,6.79
## final timing paths
kind                                             to  slack [ns]
setup / recovery                   weights_addr[17]        1.29
hold / removal     output_vector[6][1]$_SDFFE_PP1N_        0.45
setup reg to reg  output_vector[34][1]$_SDFFE_PP1N_        7.24
hold reg to reg    output_vector[6][1]$_SDFFE_PP1N_        0.45
## cells by family after synthesis
family	after synthesis	share of synthesized area [%]
other	1	0.0399
XOR/XNOR	41	3.82
flip-flops	168	35.7
buffers and inverters	140	7.43
AND/OR/NAND/NOR	285	14.1
AND-OR/OR-AND	224	14.1
multiplexers	50	9.71
adder cells (fa/ha/maj)	97	15.0
## registers in the layout, indices dropped and copies added, names as in the netlist
signal and count:
in_idx 11, mp_read_addr 11, state 5, out_idx 8, output_vector 128, chunk_idx 3
done 1, mp_start 1
## metal layers
metal,wire [um],GRT usage [%],up-vias,part of all wire (%)
li1,-,-,3518,-
met1,10500,22.0,3353,48
met2,9870,22.4,161,45
met3,1310,3.52,17,6.0
met4,215,1.34,0,0.98
met5,0,0,-,0
Power figures rest on the tool's default switching activity, not on a simulated workload.
